## flow/config.mk

```make
export PLATFORM = sky130hd
export DESIGN_NAME = async_fifo
export DESIGN_NICKNAME = async_fifo
export VERILOG_FILES = /design/flow/design.v
export SDC_FILE = /design/flow/constraint.sdc
export NUM_CORES = 4
export LEC_CHECK = 1
export CORE_UTILIZATION = 30
```

## flow/constraint.sdc

```tcl
current_design async_fifo

set clk_period 6.0
set clk_io_pct 0.2

create_clock -name clk0 -period $clk_period [get_ports {rclk}]
create_clock -name clk1 -period $clk_period [get_ports {wclk}]

set non_clock_inputs [all_inputs -no_clocks]
set_input_delay [expr $clk_period * $clk_io_pct] -clock clk0 $non_clock_inputs
set_output_delay [expr $clk_period * $clk_io_pct] -clock clk0 [all_outputs]
```

## flow/design.v

```verilog
`default_nettype none
module async_fifo #(
  parameter integer DSIZE = 8,
  parameter integer ASIZE = 4
)(
  input  wire                 wclk,
  input  wire                 wrst_n,    
  input  wire                 winc,
  input  wire [DSIZE-1:0]     wdata,
  output reg                  wfull,
  input  wire                 rclk,
  input  wire                 rrst_n,    
  input  wire                 rinc,
  output wire [DSIZE-1:0]     rdata,     
  output reg                  rempty
);
  localparam integer DEPTH = (1 << ASIZE);
  reg [DSIZE-1:0] mem [0:DEPTH-1];
  reg [ASIZE:0] wptr_bin, wptr_bin_next;
  reg [ASIZE:0] rptr_bin, rptr_bin_next;
  reg [ASIZE:0] wptr_gray, wptr_gray_next;
  reg [ASIZE:0] rptr_gray, rptr_gray_next;
  wire [ASIZE-1:0] waddr = wptr_bin[ASIZE-1:0];
  wire [ASIZE-1:0] raddr = rptr_bin[ASIZE-1:0];
  (* ASYNC_REG = "TRUE" *) reg [ASIZE:0] wq1_rptr_gray, wq2_rptr_gray;  
  (* ASYNC_REG = "TRUE" *) reg [ASIZE:0] rq1_wptr_gray, rq2_wptr_gray;  
  function [ASIZE:0] bin2gray(input [ASIZE:0] b);
    bin2gray = (b >> 1) ^ b;
  endfunction
  wire wpush = winc & ~wfull;
  always @(*) begin
    wptr_bin_next  = wptr_bin + (wpush ? 1'b1 : 1'b0);
    wptr_gray_next = bin2gray(wptr_bin_next);
  end
  wire wfull_val = (wptr_gray_next == {~wq2_rptr_gray[ASIZE:ASIZE-1], wq2_rptr_gray[ASIZE-2:0]});
  always @(posedge wclk or negedge wrst_n) begin
    if (!wrst_n) begin
      wptr_bin  <= '0;
      wptr_gray <= '0;
      wfull     <= 1'b0;
    end else begin
      wptr_bin  <= wptr_bin_next;
      wptr_gray <= wptr_gray_next;
      wfull     <= wfull_val;
    end
  end
  always @(posedge wclk or negedge wrst_n) begin
    if (!wrst_n) begin
      {wq2_rptr_gray, wq1_rptr_gray} <= '0;
    end else begin
      wq1_rptr_gray <= rptr_gray;
      wq2_rptr_gray <= wq1_rptr_gray;
    end
  end
  always @(posedge wclk) begin
    if (wpush) mem[waddr] <= wdata;
  end
  wire rpop = rinc & ~rempty;
  always @(*) begin
    rptr_bin_next  = rptr_bin + (rpop ? 1'b1 : 1'b0);
    rptr_gray_next = bin2gray(rptr_bin_next);
  end
  wire rempty_val = (rptr_gray_next == rq2_wptr_gray);
  always @(posedge rclk or negedge rrst_n) begin
    if (!rrst_n) begin
      rptr_bin  <= '0;
      rptr_gray <= '0;
      rempty    <= 1'b1;
    end else begin
      rptr_bin  <= rptr_bin_next;
      rptr_gray <= rptr_gray_next;
      rempty    <= rempty_val;
    end
  end
  always @(posedge rclk or negedge rrst_n) begin
    if (!rrst_n) begin
      {rq2_wptr_gray, rq1_wptr_gray} <= '0;
    end else begin
      rq1_wptr_gray <= wptr_gray;
      rq2_wptr_gray <= rq1_wptr_gray;
    end
  end
  assign rdata = mem[raddr];
endmodule
`default_nettype wire
```

## flow/run.sh

```bash
#!/bin/bash
# OpenROAD 26Q1-2900-gdf79404cd8, Yosys 0.63+post, stock flow scripts
make -C /OpenROAD-flow-scripts/flow DESIGN_CONFIG=/design/flow/config.mk WORK_HOME=/design/flow/orfs finish
```

==> flow_metrics.rpt <==
FLOW METRICS REPORT
----------------------------------------------------
[Outcome]
  Outcome ........................ finished, final reports clean

[Clock network]
  Post-CTS setup buffer count ........................ 0
  Clock slew at the register clock pins of the worst setup and hold paths ........................ 60 ps
  Clock sink total ........................ 168
  TritonCTS clock tree ........................ built
  CTS Hold Bufs ........................ 0
  Cells resized by post-CTS repair ........................ 0

[Routing]
  Post-Route WL ........................ 11510 um
  Total via count after detailed routing ........................ 2987
  Average wire per cell in the routed design ........................ between 15 and 20 um
  Final antenna-violating net count ........................ 0
  Count of routing violations after the opening detailed-route iteration ........................ around 200
  Antenna diode count ........................ 0
  1st-pass router iterations ........................ 4
  Via density per instance ........................ 4.595
  Residual DRC ........................ 0

[Worst setup path]
  Startpoint class of the critical path ........................ flop
  Type of destination of the critical path ........................ output port
  Crit path cell chain ........................ buf_4 > mux4_2 > a22oi_1 > nand2_1 > clkdlybuf4s50_1
  Crit path DAT ........................ 2780 ps
  Cell with the largest stage delay on the worst path ........................ dfrtp_2
  Critical Path Source ........................ rptr_bin[0]
  Buffer-and-inverter tally for the worst setup path ........................ 2
  Critical path data required time ........................ 4800 ps
  Count of cells along the worst register-to-register path ........................ 7
  RR Startpoint ........................ wfull
  Kind of cell adding the most delay to the critical path ........................ buffers and inverters
  Cell count along the critical path ........................ 5
  Largest fanout on the critical path ........................ 18
  Class of the most critical setup path ........................ flop to output port
  Critical path's largest stage delay ........................ approximately 700 ps

[Placement]
  GP Congestion ........................ roughly 0.74
  Post-DP HPWL ........................ between 7000 and 8000 um
  Count of input and output buffers ........................ 22

[Die]
  Initial core utilization ........................ between 30 and 40%
  Die W ........................ about 150 um
  Core Footprint ........................ 20960 um^2
  Number of top-level design ports ........................ 24
  Placement Rows ........................ roughly 53
  Die Footprint ........................ between 20000 and 25000 um^2
  Die H ........................ 148.0 um

[Timing]
  Final setup fails ........................ 0
  Unrepaired setup endpoints after global routing ........................ false
  Fin Setup TNS ........................ 0 ps
  Slew @ Worst Pin ........................ about 960 ps
  Endpoints failing hold ........................ 0
  Number of max-slew violations in the final report ........................ 0
  Maximum clock skew at final layout ........................ 7.110 ps
  Min Hold Slack ........................ approximately 200 ps
  Slew Limit Headroom ........................ 35.81%

[Global route]
  Wire length of the first global-routing pass ........................ 18670 um
  Maximum number of pins on one net before global-route repair ........................ 36
  Number of antenna violations at the first check in global routing ........................ 0
  Global-route usage over all layers ........................ 12.07%
  Number of global-route vias before repair ........................ 3323
  Total congestion overflow after global routing ........................ 0

[Finish]
  Most numerous logic cells after layout ........................ edfxtp_1, dfrtp_1, mux4_2, clkdlybuf4s50_1, clkbuf_16
  Synthesis-to-finish area growth ........................ 18.92%
  Layout cell share with drive strength beyond 1 ........................ 22.40%
  Final cell utilization of the core ........................ 36.30%
  Top cell excl fill/tap ........................ edfxtp_1

[Worst hold path]
  Depth of the worst hold-timing path ........................ 0
  Type of the worst min-delay path ........................ flop to flop
  Start point of the worst min-delay path ........................ rptr_gray[2]

[Logic synthesis]
  Yosys synthesis warning count ........................ 1
  Share of the synthesized area in the top cell type ........................ 60.09%
  Mapped Avg Cell Area ........................ 19.99 um^2
  Post-synth top area cell ........................ edfxtp_1
  Flip-flop and latch count after synthesis ........................ 168
  Synth cell types ........................ 34
  Share of async-settable or async-resettable flops after synthesis ........................ between 20% and 30%
  Area figure in the yosys stat output ........................ approximately 6400 um^2
  Most frequently used flop master after synthesis ........................ edfxtp_1
  Top cells, area ........................ edfxtp_1, dfrtp_1, mux4_2, xor2_1, a22oi_1
  Yosys stat cell total ........................ about 320
  Cell area after synthesis ........................ 6396 um^2
  Cell count after synthesis ........................ around 320
  Fraction of the yosys area taken by sequential cells ........................ between 70% and 80%
  Number of flops mapped to enable cells by yosys ........................ 128

[Power]
  Largest vdd supply drop ........................ 0.2199 mV
  Total power draw ........................ 0.003861 W
  Total power divided by cell area ........................ 507.6 nW/um^2
  P_leak ........................ 2.592 nW

[Flow run]
  Max Cap Violations ........................ 0
  OpenROAD warning count ........................ 27

----------------------------------------------------
-- flip-flops by register name, summed over array words and instances, names as in the netlist --
signal / count
rq1_wptr_gray: 5
rptr_bin: 5
wptr_gray: 4
wfull: 1
wq2_rptr_gray: 5
wq1_rptr_gray: 5
rq2_wptr_gray: 5
rptr_gray: 4
wptr_bin: 5
mem: 128
rempty: 1
-- final cells by class --
cell class                 count  area [um^2]
clock buffer                  21        504.2
clock inverter                15        137.6
fill                        1921        13350
inverter                       1        3.754
multi-input combinational    136         1459
sequential                   168         4847
tap                          275        344.1
timing repair buffer          34        310.3
-- cells in the mapped netlist, drive strengths merged, types with 2 or more instances --
cell type / n
mux4: 32
or3: 2
nor2b: 5
a22oi: 16
xnor2: 9
buf: 12
nand3: 6
nand3b: 2
ha: 5
clkbuf: 3
nand2: 13
edfxtp: 128
nor2: 13
xor2: 17
nor3: 5
dfrtp: 39
-- cells by family after synthesis --
family	count (synthesis)	share of synthesized area, %
mux	32	11.27
simple gates	53	4.343
xor+xnor	26	3.854
buf+inv	16	1.428
fa+ha+maj	5	0.9781
flops	168	75.76
compound gates	20	2.367
-- layer usage --
layer	vias to the layer above	part of all wire, %	wire length, um	track usage, %
met4	0	0.86	99	1.649
met2	136	49	5618	17.96
met1	1504	40	4585	16.74
met3	6	10	1207	6.646
li1	1341	-	-	-
met5	-	0	0	0
-- worst paths after layout --
path / to / slack, ps
max: rdata[0] / 2020
min: wq1_rptr_gray[2] / 200
max reg2reg: wfull / 3660
min reg2reg: wq1_rptr_gray[2] / 200
max in group clk1: wfull / 2790
max in group asynchronous: rempty / 4450
min in group clk0: rq2_wptr_gray[4] / 340
min in group asynchronous: wq2_rptr_gray[3] / 1120
-- metrics by stage --
step	setup WS, ps	area, um^2	cells
finish	2015	7606	650
global route	1774	7606	650
CTS	1926	7606	650
detailed placement	2202	6964	614
global placement	2202	6964	614
floorplan	3022	6396	320
-- report_power, final --
part           total (W)  switching [W]  internal [W]
logic            0.00110       0.000546      0.000554
registers        0.00164       0.000145       0.00150
clock network    0.00112       0.000481      0.000638
total            0.00386        0.00117       0.00269
Power and IR drop assume default switching activity.
